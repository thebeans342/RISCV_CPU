<file path="flow/run.sh">
#!/bin/bash
# OpenROAD 26Q1-2900-gdf79404cd8, Yosys 0.63+post, stock flow scripts
make -C /OpenROAD-flow-scripts/flow DESIGN_CONFIG=/design/flow/config.mk WORK_HOME=/design/flow/orfs finish
</file>
<file path="flow/config.mk">
export PLATFORM = sky130hd
export DESIGN_NAME = extend
export DESIGN_NICKNAME = extend
export VERILOG_FILES = /design/flow/design.v
export SDC_FILE = /design/flow/constraint.sdc
export NUM_CORES = 4
export LEC_CHECK = 1
export CORE_AREA = 10 10 70 70
export DIE_AREA = 0 0 80 80
</file>
<file path="flow/constraint.sdc">
current_design extend

set clk_period 3.5
set clk_io_pct 0.2

create_clock -name clk0 -period $clk_period

set non_clock_inputs [all_inputs -no_clocks]
set_input_delay [expr $clk_period * $clk_io_pct] -clock clk0 $non_clock_inputs
set_output_delay [expr $clk_period * $clk_io_pct] -clock clk0 [all_outputs]
</file>
<file path="flow/design.v">
module extend(
    input   logic [31:0] instr,
    input   logic [2:0] ImmSrc,
    output  logic [31:0] ext_instr
);
    always_comb begin
        case (ImmSrc)
            3'b000: ext_instr = {{20{instr[31]}}, instr[31:20]};  
            3'b001: ext_instr = {{20{instr[31]}}, instr[31:25], instr[11:7]};  
            3'b010: ext_instr = {{20{instr[31]}}, instr[7], instr[30:25], instr[11:8], 1'b0};  
            3'b011: ext_instr = {instr[31:12], {12{1'b0}}};  
            3'b100: ext_instr = {{12{instr[31]}}, instr[19:12], instr[20], instr[30:25], instr[24:21], 1'b0};  
            default: ext_instr = 32'h0;  
        endcase
    end
endmodule
</file>
==> results.txt <==
Notes on the physical design

Looking at the VDD voltage map, the peak drop is 0.0000367 V. The switching portion of total power comes to 0.321. In the final layout, the share of cells above drive strength 1 is 0.0748. The mean number of vias per cell is 4.36.

Entering global routing, the biggest net connects 13 pins. The cell area after layout is 0.00116 sq mm. Synthesis handed over a netlist of 94 instances. The number of fill cells in the layout is 370. The area figure in the yosys stat output is 541 sq um. The run finished with clean final reports.

The number of warnings the tools reported is 39. The worst setup path is captured at a primary output. The highest-delay cell along the critical path is clkdlybuf4s50_1.

The DRC violation count after routing is 0. The proportion of synthesized chip area in sequential cells is 0. The most common cell type on the critical path is clkdlybuf4s50_1.

STA classifies the critical path startpoint as an input pin. The minimum setup slack in the final design is 0.179 ns. The area fraction of the largest cell type after synthesis is 0.157. The number of antenna diodes is 0.

The leading area contributor after synthesis is a21oi_1. STA on the placed design reports a worst setup slack of 0.102 ns. After legalization and detailed placement, the total HPWL measured 2.23 mm. The detailed router finished its first iteration with 28 violations. Counting the clock-network buffers in the layout gives 0. The chip occupies 0.00640 sq mm. The first global-routing pass estimated 4.03 mm of wire. For this sky-water flow run, the detailed-routed wirelength per cell is reported as 13.6 microns. The delay of the slowest cell on the worst path is 0.77 ns. The number of max-slew violations in the final report is 0. The count of nets left with antenna violations once routing finished came out at 0. The OpenROAD report gives the critical path a required time of 2.80 ns. The synthesis report lists the most area-consuming cells as a21oi_1, nand2_1, o22ai_1. The final tally of setup violations is 0. The internal power of the cells totals 0.0998 mW. The report lists the cells along the critical path as clkdlybuf4s50_1 -> and2_1 -> a21oi_1 -> o22ai_1 -> clkdlybuf4s50_1.

Adding up every negative setup slack in the final design gives 0 ns. Sorting the synthesized cells by how often they occur yields nand2_1, a21oi_1, o22ai_1. In this run the static leakage power is 0.464 nW.

The number of endpoints with negative hold slack in the final report is 0. The count of sequential standard cells is 0. The class of the most critical hold timing path is input pin to primary output.

Global routing finished with a remaining overflow of 0. The overall power after layout is 0.147 mW. At the floorplan stage, the core utilization is reported as 0.158. Setup repair after global routing left no endpoint under its margin. The sequential power share is 0. By startpoint and endpoint, the worst setup path is classified as input pin to primary output. The endpoint of the worst hold path is reported as ext_instr[27]. The overall die height is 80 microns. The part of the power in combinational logic is 1.000. The worst hold path begins at instr[27]. The clock share of power is 0.

The final critical-path required period is 3.32 ns. Each instance of the synthesized netlist takes up on average 5.75 sq um. The slew at the pin closest to its max-slew limit is 0.479 ns. Summed over all layers, the routed wires come to 2.62 mm. The sequential cells in the finished layout cover a total of 0 sq um. The routed layout has 841 vias. The width of the chip is 80 microns.

Across every metal layer, demand over resource in global routing totals 0.0762. For this run, the number of Yosys warnings is 1. The hold-critical path depth is 4. Headroom to the max-slew limit came out at 0.680. The number of standard cells reported by yosys is 94.

The number of global-route vias before repair came to 749. By instance count, the leading cell after synthesis is nand2_1. The run reported a max-capacitance violation count of 0. The cell area that synthesis handed to floorplanning was 541 sq um.

Timing would allow up to 301 MHz. The iteration count of the initial detailed-routing pass is 6. The fraction of the cycle the final worst path needs is 0.949. 67 I/O pins were placed. The signed area change from the synthesized netlist to the final layout is 115%.

The critical path arrival is 2.62 ns. The synthesized netlist contains 20 unique library cells. The placement summary gives the final routability congestion estimate as 0.764. In this run the cell area measured after placement is 0.00116 sq mm. The largest fanout on the critical path is 12. The number of standard-cell rows in the floorplan is 21. The region available for standard cell placement spans 0.00342 sq mm.

The initial antenna violation count is 0. The analysis attributes to net switching a power of 0.0471 mW. The number of setup buffers added after CTS is 0. For this design the ratio of total power to cell area is 126 mW/mm^2.

The placement report lists the number of port buffers as 60.
==> critical path: cells and delay by family <==
kind,cells,cell delay [ns]
AND-OR/OR-AND,2,0.28
buffers and inverters,2,1.26
AND/OR/NAND/NOR,1,0.38
==> per-stage QoR <==
step                std cells  hold WS (ns)  utilization
floorplan                  94          1.45            -
global placement          193          2.32        0.340
detailed placement        193          2.32        0.340
CTS                       193          2.33        0.340
global route              193          2.36        0.340
finish                    193          2.32        0.340
==> logic make-up (layout without fill, tap and decap cells) <==
family	Yosys count	count (layout)	share of synthesized area
and+or+nand+nor	41	41	0.394
AOI/OAI and AO/OA	31	31	0.322
buffers and inverters	16	69	0.162
muxes	5	5	0.102
adders and majority gates	1	1	0.0208
==> power by group through the flow <==
stage / combinational (mW) / sequential, mW / clock [mW]
CTS: 0.150 / 0 / 0
finish: 0.147 / 0 / 0
global route: 0.163 / 0 / 0
==> metal layers <==
| metal | vias to the layer above | routed length (microns) | track usage |
|---|---|---|---|
| met3 | 0 | 197 | 0.0193 |
| met1 | 389 | 1100 | 0.0995 |
| met4 | 0 | 0 | 0 |
| li1 | 426 | - | - |
| met5 | - | 0 | 0 |
| met2 | 26 | 1330 | 0.130 |
==> worst max-delay path by stage <==
stage | startpoint | endpoint
4_1_cts | ImmSrc[0] | ext_instr[13]
5_1_grt | ImmSrc[0] | ext_instr[28]
6_report | ImmSrc[0] | ext_instr[13]
==> cell type report <==
class,count,area [sq um],area share
inverters,5,18.8,0.0161
multi-input cells,78,455,0.392
repair buffers,64,631,0.543
well taps,46,57.6,0.0495
==> repair_timing <==
item | in CTS | in global routing
hold buffers | 0 | 0
endpoints found under the setup margin | 0 | 8
resized | 0 | 2
==> placed cells by master (no fill, tap or decap), types with 2 or more instances in the layout <==
master | synthesis | routed
clkdlybuf4s50_1 | 0 | 60
nand2_1 | 22 | 22
a21oi_1 | 17 | 17
o22ai_1 | 12 | 12
nor2b_1 | 7 | 6
nand2b_1 | 5 | 5
inv_1 | 5 | 5
mux2_2 | 4 | 4
buf_4 | 0 | 4
and2_1 | 1 | 2
and2b_1 | 2 | 2
Power and IR drop assume default switching activity.
