==> ./design.v <==
module reg_file ( 
    input   logic clk,
    input   logic         we,
    input   logic [31:0]  wd,
    input   logic [4:0]   rs1,
    input   logic [4:0]   rs2,
    input   logic [4:0]   rd,
    output  logic [31:0]  RD1,
    output  logic [31:0]  RD2,
    output  logic [31:0]  a0  
);
    logic [31:0] reg_content [31:0];
    assign a0 = reg_content[10];
    always_comb begin 
        RD1 = reg_content[rs1];
        RD2 = reg_content[rs2];
    end
    always_ff @ (negedge clk) begin
        if (we & rd != '0) begin
            reg_content[rd] <= wd;
        end
    end
endmodule
==> ./run.sh <==
#!/bin/bash
# OpenROAD 26Q1-2900-gdf79404cd8, Yosys 0.63+post, stock flow scripts
make -C /OpenROAD-flow-scripts/flow DESIGN_CONFIG=/design/flow/config.mk WORK_HOME=/design/flow/orfs finish
==> ./config.mk <==
export PLATFORM = sky130hd
export DESIGN_NAME = reg_file
export DESIGN_NICKNAME = reg_file
export VERILOG_FILES = /design/flow/design.v
export SDC_FILE = /design/flow/constraint.sdc
export NUM_CORES = 4
export LEC_CHECK = 1
export CORE_UTILIZATION = 30
==> ./constraint.sdc <==
current_design reg_file

set clk_period 10.5
set clk_io_pct 0.2

create_clock -name clk0 -period $clk_period [get_ports {clk}]

set non_clock_inputs [all_inputs -no_clocks]
set_input_delay [expr $clk_period * $clk_io_pct] -clock clk0 $non_clock_inputs
set_output_delay [expr $clk_period * $clk_io_pct] -clock clk0 [all_outputs]
==> job_summary.md <==
### Flow metrics

| Metric | Value |
|---|---|
| Run status | finished, final reports clean |
| Number of inserted filler cells in the final layout | approximately 15000 |
| Number of global-route vias before repair | approximately 37000 |
| Count of distinct cell types in the synthesized netlist | 25 |
| Critical path, cell by cell | mux2i_1, a22o_1, nor3_1, a31oi_1, nand3_1, clkdlybuf4s50_1 |
| Clock tree from TritonCTS | yes |
| Critical Path Start Type | flop |
| Pin count of the biggest net entering global routing | between 80 and 90 |
| Register bit total from synthesis | slightly above 1000 |
| Number of cells upsized or downsized after cts | 0 |
| Remaining global-route overflow | 0 |
| Finished layout cell area | 0.0607 mm^2 |
| VDD IR max | around 0.14 mV |
| GRT Total Usage | 19.4% |
| Worst Hold Launch | rs1[1] |
| Placeable core region | 0.161 mm^2 |
| Num CTS Buffers | 108 |
| Worst hold slack across all endpoints | between 5 and 6 ns |
| Total tool warning count | slightly above 1000 |
| Worst Hold Path Cells | 6 |
| Clock root buffer master | clkbuf_16 |
| Final count of pins violating max slew | 0 |
| CTS Hold Buffers Added | 0 |
| Required time of the critical path | around 8.4 ns |
| Final Hold Violating Endpoints | 0 |
| Hold crit path type | input pin to output pin |
| Routed metal-1 wire length | roughly 56000 um |
| Finish-stage setup viols | 0 |
| Post-CTS Setup Inserts | 0 |
| Die area | between 0.15 and 0.2 mm^2 |
| Synthesis Warnings | 1 |
| Number of standard cells after synthesis | between 3000 and 4000 |
| Dominant cells by area after synthesis | edfxtp_1 (63%), mux2i_1 (21%), a22oi_1 (3.0%), a22o_1 (2.3%), nand3_1 (2.0%) |
| Average cell area after synthesis | 14.4 um^2 |
| Final HPWL from detailed placement | approximately 82000 um |
| Top delay family on crit path | AND-OR/OR-AND gates |
| Max FO, Critical Path | 2 |
| Sum of buffers and inverters on the critical path | 1 |
| RSZ-0062 raised after global routing | false |
| Drt first pass iters | 6 |
| Critical setup path kind | flop to output pin |
| Top routing layer in use | met5 |
| Worst slew margin relative to its limit | ~40% |
| Number of flip-flops under the largest register name | a little over 1000 |
| Top cell type's share of synthesized area | a little over three fifths |
| Count of routing violations after the opening detailed-route iteration | ~2100 |
| Critical-path top delay cell | clkdlybuf4s50_1 |
| Delay of the slowest critical-path stage | 0.51 ns |
| Average detailed-routed wire length per instance | approximately 22 um |
| Critical path arrival | between 7 and 8 ns |
| Number of sinks driven by the clock tree | 1024 |
| Max clock buf depth | 3 |
| Leakage power of the design | 26.1 nW |
| Remaining routing DRC violations | 0 |
| Met3 Routed Length | 19600 um |
| Antenna-violating nets left | 0 |
| Library cell occupying the most area in the post-synthesis netlist | edfxtp_1 |
| YS chip area | between 0.04 and 0.05 mm^2 |
| Port Buffer Count | between 100 and 150 |
| Total Negative Setup Slacks | 0 ns |
| Worst-path clk slew | 0.03 ns |
| Post-synth design cell area | slightly below 0.05 mm^2 |
| Cell Pwr Density | 181 mW/mm^2 |
| Cell area after placement | around 0.053 mm^2 |
| Routed wire length | 153000 um |
| Count of standard-cell rows | 147 |
| Number of antenna violations at the first check in global routing | 10 |
| Die Y-Extent | 405 um |
| Total cells reported by yosys after synthesis | between 3000 and 4000 |
| Overall via count from detail_route | 34200 |
| Registers with the most flip-flops | reg_content: 1024 flops |
| Routability Congestion | 0.842 |
| Share of cells above drive strength 1 | under 10% |
| Die Width | about 410 um |
| Transition time at the pin with the least slew margin | 0.894 ns |
| # IOs | 145 |
| Initial cell density of the core | 30.3% |
| Share of the yosys chip area belonging to registers | 63.1% |
| Register with the most flip-flops | reg_content |
| Layout-stage area growth over the synthesis result | 24.5% |
| Number of maximum-capacitance constraint violations | 0 |
| Routed wire length on met2 | ~73000 um |
| Vias/cell | between 5 and 6 |
| Crit path capture type | output pin |
| CTS H-tree depth | 3 |
| Hold Path Sink | RD1[16] |
| Global-route wire length before repair | between 200000 and 250000 um |
## cells in the final DEF (no fill, tap or decap), drive strengths merged
master            n
a31oi            64
clkbuf          110
mux2i          1024
a22oi           192
conb             32
clkinvlp         25
nand3b            5
buf             125
bufinv           22
nand2b            4
clkdlybuf4s50   142
nor2b             4
a22o            128
or3b              3
inv            1059
diode             1
or3               1
edfxtp         1024
and2              2
nor2             34
a21oi           192
nand2           195
nor3             64
or2               2
clkinv            4
nand3           194
## where the power goes
part           leakage [nW]  switching (mW)  internal, mW
Clock                  7.32            2.54          2.95
Combinational          9.51           0.527         0.323
Sequential             9.25          0.0249          4.60
## through the flow
step	util, %	power (mW)	setup slack, ns	instances
after global placement	33.0	6.09	0.716	5592
after floorplan	-	5.72	0.731	3418
after detailed placement	33.0	6.09	0.697	5592
after global routing	37.7	11.7	0.358	6812
after CTS	37.7	11.1	0.470	6811
final	37.7	11.0	0.462	6812
## final cells by class
class | instances | area (um^2) | share of cell area (%)
antenna | 1 | 2.50 | 0.00412
clock buffer | 110 | 2750 | 4.53
clock inverter | 1110 | 4850 | 7.99
multi-input combinational | 2140 | 16900 | 27.8
sequential | 1024 | 30700 | 50.6
tap | 2160 | 2700 | 4.45
timing repair buffer | 267 | 2790 | 4.59
## metal layers
metal  vias to the layer above  track usage [%]
met4                        18             7.71
li1                      15700                -
met3                       251             12.4
met5                         -                0
met2                      1763             29.1
met1                     16500             22.3
## cells in the mapped netlist (all sizes together)
master  instances
or3b            3
edfxtp       1024
nor3           64
nand2         195
buf           180
a22oi         192
mux2i        1024
conb            1
nand3b          5
or2             2
clkbuf         73
a21oi         192
or3             1
nor2b           4
a22o          128
nor2           34
nand2b          4
a31oi          64
and2            2
nand3         194
inv             1
## cells by family after synthesis
logic type	after synthesis	share of synthesized area, %
mux	1024	21.0
flops	1024	63.1
compound gates	576	8.05
simple gates	508	4.71
buf+inv	254	3.16
other cells	1	0.00769
## worst max-delay path by stage
stage / slack, ns / endpoint / start / cells after the start
4_1_cts: 0.47 / RD1[10] / reg_content[3][10] / 6
6_report: 0.46 / RD2[10] / reg_content[3][10] / 6
5_1_grt: 0.36 / RD2[10] / reg_content[2][10] / 6
Power figures rest on the tool's default switching activity, not on a simulated workload.
