$ cat flow/run.sh
#!/bin/bash
# OpenROAD 26Q1-2900-gdf79404cd8, Yosys 0.63+post, stock flow scripts
make -C /OpenROAD-flow-scripts/flow DESIGN_CONFIG=/design/flow/config.mk WORK_HOME=/design/flow/orfs finish
$ cat flow/config.mk
export PLATFORM = sky130hd
export DESIGN_NAME = ALU
export DESIGN_NICKNAME = ALU
export VERILOG_FILES = /design/flow/design.v
export SDC_FILE = /design/flow/constraint.sdc
export NUM_CORES = 4
export LEC_CHECK = 1
export CORE_UTILIZATION = 40
$ cat flow/constraint.sdc
current_design ALU

set clk_period 19.5
set clk_io_pct 0.2

create_clock -name clk0 -period $clk_period

set non_clock_inputs [all_inputs -no_clocks]
set_input_delay [expr $clk_period * $clk_io_pct] -clock clk0 $non_clock_inputs
set_output_delay [expr $clk_period * $clk_io_pct] -clock clk0 [all_outputs]
$ cat flow/design.v
module ALU #(
    DATA_WIDTH = 32
) (
    input   logic [DATA_WIDTH-1:0]  ALUop1,
    input   logic [DATA_WIDTH-1:0]  regop2,
    input   logic [3:0]             ALUctrl,
    input   logic                   ALUsrc,
    input   logic [DATA_WIDTH-1:0]  ImmOp,
    output  logic [DATA_WIDTH-1:0]  ALUout,
    output  logic EQ
);
    logic [DATA_WIDTH-1:0] ALUop2;
    assign ALUop2  = ALUsrc ? ImmOp : regop2;
    always_comb begin
        EQ = (ALUop1 == ALUop2) ? 1 : 0;  
        case (ALUctrl)
            4'b0000: ALUout = ALUop1 + ALUop2;
            4'b0001: ALUout = ALUop1 - ALUop2; 
            4'b0010: ALUout = ALUop1 & ALUop2; 
            4'b0011: ALUout = ALUop1 | ALUop2;
            4'b0100: ALUout = ALUop1 ^ ALUop2;
            4'b0101: ALUout = ALUop1 << ALUop2; 
            4'b0110: ALUout = ALUop1 >> ALUop2; 
            4'b0111: ALUout = ALUop1 >>> $signed(ALUop2);
            4'b1000: ALUout = ($signed(ALUop1) < $signed(ALUop2)) ? {31'b0, 1'b1} : 32'b0; 
            4'b1001: ALUout = (ALUop1 < ALUop2) ? {31'b0, 1'b1} : 32'b0;
            default: begin
                ALUout = '0; 
            end
        endcase
    end
endmodule
==> report_table.html <==
<h3>Flow metrics</h3>
<table>
<tr><th>Metric</th><th>Value</th></tr>
<tr><th colspan="2">Global routing</th></tr>
<tr><td>Global-route met2 utilization</td><td>58.5%</td></tr>
<tr><td>Global route overflow</td><td>0</td></tr>
<tr><td>Met1 demand-to-capacity share in global routing</td><td>around 59%</td></tr>
<tr><td>All-layer global routing usage</td><td>approximately 40%</td></tr>
<tr><td>Global-route wire length before repair</td><td>approximately 65,000 um</td></tr>
<tr><td>Vias in the first global route</td><td>9,967</td></tr>
<tr><td>GR peak layer</td><td>met1</td></tr>
<tr><td>Met3 Track Usage GR</td><td>between 8 and 9%</td></tr>
<tr><td>Largest net degree at the start of global routing</td><td>about 64</td></tr>
<tr><td>Number of antenna violations at the first check in global routing</td><td>1</td></tr>
<tr><th colspan="2">Logic synthesis</th></tr>
<tr><td>Post-synth area from yosys stat</td><td>0.00871 mm2</td></tr>
<tr><td>Number of distinct library cells after synthesis</td><td>approximately 74</td></tr>
<tr><td>Post-synth seq share</td><td>0%</td></tr>
<tr><td>Total standard cell area after synthesis</td><td>roughly 0.0087 mm2</td></tr>
<tr><td>Synth Instances</td><td>approximately 1,300</td></tr>
<tr><td>Library cell occupying the most area in the post-synthesis netlist</td><td>mux2i_1</td></tr>
<tr><td>Total cells reported by yosys after synthesis</td><td>approximately 1,300</td></tr>
<tr><td>Top cells, area</td><td>mux2i_1, ha_1, nor2_1</td></tr>
<tr><td>Syn avg cell area</td><td>around 6.6 um2</td></tr>
<tr><td>Top cell type's share of synthesized area</td><td>around 15%</td></tr>
<tr><td>Number of synthesis warnings</td><td>1</td></tr>
<tr><th colspan="2">Cells and area</th></tr>
<tr><td>Layout clock buffers</td><td>0</td></tr>
<tr><td>Commonest Layout Cell</td><td>nor2_1</td></tr>
<tr><td>Layout overhead on the synthesized area</td><td>17.0%</td></tr>
<tr><td>Commonest non-fill, non-tap cells in the layout</td><td>nor2_1, clkdlybuf4s50_1, mux2i_1</td></tr>
<tr><td>Seq. cell area</td><td>0 um2</td></tr>
<tr><td>Post-route core utilization</td><td>48.2%</td></tr>
<tr><td>Share of cells above drive strength 1</td><td>roughly 4.6%</td></tr>
<tr><td>Sequential cells</td><td>0</td></tr>
<tr><th colspan="2">Final timing</th></tr>
<tr><td>Final setup violating endpoints</td><td>0</td></tr>
<tr><td>Final-report max-slew violation count</td><td>0</td></tr>
<tr><td>Post-layout minimum cycle time</td><td>roughly 13 ns</td></tr>
<tr><td>Unrepaired setup endpoints after global routing</td><td>no</td></tr>
<tr><td>Setup TNS</td><td>0 ns</td></tr>
<tr><td>Worst slew margin relative to its limit</td><td>37.6%</td></tr>
<tr><td>Actual slew at the worst max-slew pin</td><td>slightly above 0.9 ns</td></tr>
<tr><td>Maximum clock frequency</td><td>around 75 MHz</td></tr>
<tr><td>Post-layout period usage of the worst path</td><td>68.2%</td></tr>
<tr><td>Endpoints failing hold</td><td>0</td></tr>
<tr><th colspan="2">Critical path</th></tr>
<tr><td>Critical path data required time</td><td>around 16 ns</td></tr>
<tr><td>Largest fanout on the critical path</td><td>approximately 45</td></tr>
<tr><td>Signal arrival time at the worst endpoint</td><td>about 9.4 ns</td></tr>
<tr><td>Class of the most critical setup path</td><td>in2out</td></tr>
<tr><td>Critical Path Source Type</td><td>input port</td></tr>
<tr><td>Critical Path Sink Type</td><td>output pin</td></tr>
<tr><th colspan="2">CTS</th></tr>
<tr><td>Number of gates resized after cts</td><td>0</td></tr>
<tr><td>Setup repair bufs after CTS</td><td>0</td></tr>
<tr><td>Hold bufs inserted after CTS</td><td>0</td></tr>
<tr><th colspan="2">Pwr</th></tr>
<tr><td>P_sw</td><td>around 0.22 mW</td></tr>
<tr><td>Largest vdd supply drop</td><td>roughly 0.013 mV</td></tr>
<tr><td>Switching share of power</td><td>62.1%</td></tr>
<tr><td>Pwr dens</td><td>between 30 and 40 mW/mm2</td></tr>
<tr><td>Leakage power summed over all cells</td><td>between 4 and 5 nW</td></tr>
<tr><td>Int Pwr</td><td>between 0.1 and 0.15 mW</td></tr>
<tr><th colspan="2">Die</th></tr>
<tr><td>Floorplan utilization</td><td>between 40 and 50%</td></tr>
<tr><td>Total die area</td><td>about 0.022 mm2</td></tr>
<tr><td>Number of top-level pins</td><td>around 130</td></tr>
<tr><td>Die X-Extent</td><td>around 150 um</td></tr>
<tr><td>Height of the die</td><td>150 um</td></tr>
<tr><td>Placeable core region</td><td>roughly 0.021 mm2</td></tr>
<tr><td>Row cnt</td><td>about 53</td></tr>
<tr><th colspan="2">Routing</th></tr>
<tr><td>Starting DRC count in detailed routing</td><td>1,377</td></tr>
<tr><td>Remaining DRCs</td><td>0</td></tr>
<tr><td>Routed via count divided by cell count</td><td>6.69</td></tr>
<tr><td>Routed vias</td><td>~11,000</td></tr>
<tr><td>Drt pass-1 iters</td><td>8</td></tr>
<tr><td>ANT nets after route</td><td>0</td></tr>
<tr><td>Total Routed Length</td><td>44,200 um</td></tr>
<tr><td>Post-DR wirelength/cell</td><td>26.9 um</td></tr>
<tr><th colspan="2">Job</th></tr>
<tr><td>Stage-log warning count</td><td>98</td></tr>
<tr><td>Number of max-capacitance violations reported</td><td>0</td></tr>
<tr><th colspan="2">Hold path</th></tr>
<tr><td>Class of the worst hold path</td><td>in2out</td></tr>
<tr><td>Endpoint, Worst Hold</td><td>ALUout[16]</td></tr>
<tr><td>Worst hold path cell count</td><td>5</td></tr>
<tr><td>Hold Crit Start</td><td>ALUctrl[0]</td></tr>
<tr><th colspan="2">Placement</th></tr>
<tr><td>Detailed-placement wirelength estimate</td><td>approximately 36,000 um</td></tr>
<tr><td>Port Buf Inserts</td><td>134</td></tr>
<tr><td>Final Wtd Congestion</td><td>1.07</td></tr>
<tr><th colspan="2">Outcome</th></tr>
<tr><td>Status</td><td>complete, no violations</td></tr>
</table>
==> routing by layer <==
| metal | part of all wire (%) | routed length, um |
|---|---|---|
| met4 | 2.5 | 1130 |
| met2 | 42 | 18600 |
| met5 | 0 | 0 |
| met1 | 44 | 19700 |
| met3 | 11 | 4870 |
==> layout make-up <==
class,instances,area (um2)
timing repair buffer,158,1510
antenna,1,2.50
fill,2187,11000
multi-input combinational,1118,7980
tap,275,344
inverter,94,353
==> worst max-delay path, stage by stage <==
cell	delay, ns
buf_2	0.37
buf_4	0.59
mux2i_4	0.31
buf_4	0.54
ha_1	0.41
a211oi_1	0.23
o21bai_1	0.19
a211o_1	0.35
a211oi_1	0.67
o211ai_1	0.26
a31oi_1	0.41
o21bai_1	0.15
mux2_2	0.28
o22ai_1	0.15
clkdlybuf4s50_1	0.51
==> cell families after synthesis <==
group           count (synthesis)  share of synthesized area [%]
buf+inv                       193                           8.79
simple gates                  408                           21.2
fa+ha+maj                     100                           14.5
xor+xnor                       26                           2.61
mux                           151                           19.5
compound gates                433                           33.3
==> cells in the mapped netlist, drive strengths merged, types with 4 or more instances <==
| master | count |
|---|---|
| a2111oi | 4 |
| a211oi | 21 |
| a21boi | 4 |
| a21o | 6 |
| a21oi | 97 |
| a221o | 8 |
| a221oi | 29 |
| a22oi | 14 |
| a311oi | 7 |
| a31oi | 9 |
| and2 | 4 |
| and3 | 7 |
| buf | 42 |
| clkbuf | 57 |
| ha | 98 |
| inv | 94 |
| mux2 | 9 |
| mux2i | 129 |
| mux4 | 13 |
| nand2 | 100 |
| nand2b | 7 |
| nand3 | 19 |
| nand4 | 16 |
| nor2 | 161 |
| nor2b | 11 |
| nor3 | 43 |
| nor4 | 16 |
| o2111ai | 6 |
| o211ai | 36 |
| o21a | 6 |
| o21ai | 102 |
| o21bai | 10 |
| o221ai | 8 |
| o22ai | 8 |
| o311a | 4 |
| o311ai | 7 |
| o31ai | 16 |
| o32ai | 4 |
| o41ai | 5 |
| or3 | 10 |
| xnor2 | 22 |
| xor2 | 4 |
==> worst max path at each step <==
| stage | from | endpoint | slack (ns) | cells after the start |
|---|---|---|---|---|
| CTS | ALUsrc | ALUout[0] | 6.25 | 15 |
| global route | ALUsrc | ALUout[29] | 6.02 | 16 |
| finish | ALUsrc | ALUout[29] | 6.20 | 15 |
==> metrics by stage <==
| step | power, mW | area (um2) | hold slack [ns] | instances | setup WS, ns |
|---|---|---|---|---|---|
| after CTS | 0.340 | 10200 | 8.93 | 1645 | 6.25 |
| after global routing | 0.373 | 10200 | 9.03 | 1645 | 6.02 |
| after detailed placement | 0.338 | 10200 | 8.91 | 1645 | 6.26 |
| after floorplan | 0.210 | 8710 | 7.88 | 1311 | 7.93 |
| after global placement | 0.343 | 10200 | 8.92 | 1645 | 6.35 |
| final | 0.351 | 10200 | 8.95 | 1646 | 6.20 |
==> power by group through the flow <==
stage | Clock, mW | Sequential (mW) | Combinational [mW]
4_1_cts | 0 | 0 | 0.340
5_1_grt | 0 | 0 | 0.373
Power is estimated from default activity; no workload was simulated.
